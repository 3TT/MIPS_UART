## ./config.mk

```make
export PLATFORM = sky130hd
export DESIGN_NAME = EX_MEM
export DESIGN_NICKNAME = EX_MEM
export VERILOG_FILES = /design/flow/design.v
export SDC_FILE = /design/flow/constraint.sdc
export NUM_CORES = 4
export LEC_CHECK = 1
export CORE_UTILIZATION = 40
```

## ./design.v

```verilog
`timescale 1ns / 1ps
module EX_MEM(
								input clock,
								input enable,
								input [1:0] M_control_in,
								input [1:0] WB_control_in,
								input [31:0] ALU_out_in,
								input [31:0] data_write_in,
								input [4:0] rw_in,
								output reg [1:0] M_control_out,
								output reg [1:0] WB_control_out,
								output reg [31:0] ALU_out_out,
								output reg [31:0] data_write_out,
								output reg [4:0] rw_out
								);
initial ALU_out_out=0;
initial data_write_out=0;
initial M_control_out = 0;
initial WB_control_out = 0;
initial rw_out = 0;
always@(posedge clock)
	begin
		if(enable)
			begin
				M_control_out <= M_control_in;
				WB_control_out <= WB_control_in;
				ALU_out_out <= ALU_out_in;
				data_write_out <= data_write_in;
				rw_out <= rw_in;
			end
		else
			begin
				M_control_out <= M_control_out;
				WB_control_out <= WB_control_out;
				ALU_out_out <= ALU_out_out;
				data_write_out <= data_write_out;
				rw_out <= rw_out;
			end
	end
endmodule
```

## ./run.sh

```bash
#!/bin/bash
# OpenROAD 26Q1-2900-gdf79404cd8, Yosys 0.63+post, stock flow scripts
make -C /OpenROAD-flow-scripts/flow DESIGN_CONFIG=/design/flow/config.mk WORK_HOME=/design/flow/orfs finish
```

## ./constraint.sdc

```tcl
current_design EX_MEM

set clk_period 1.0
set clk_io_pct 0.2

create_clock -name clk0 -period $clk_period [get_ports {clock}]

set non_clock_inputs [all_inputs -no_clocks]
set_input_delay [expr $clk_period * $clk_io_pct] -clock clk0 $non_clock_inputs
set_output_delay [expr $clk_period * $clk_io_pct] -clock clk0 [all_outputs]
```

==> results.toml <==
# flow metrics
[run_status]
status = "finished, violations left"
violations = "negative setup slack"

[routing]
diodes = 0
vias_per_cell = 4.43
drt-pass1-iter-count = 6
wl_per_cell_um = 16.7
num_vias = 1355
drtAntennaViolNets = 0
drtIter0Drc = 53
wirelength_um = 5120
drc = 0

[clocking]
clk_pin_slew_ps = 60
cts-root-buf = "clkbuf_8"
cts_tree = "yes"
cts_sinks = 73
cts_max_level = 3
cts_buffers = 9
cts_buffer_depth = 2

[global_routing]
met2_usage = 0.257
grt_pass1_vias = 1521
grt-ovfl-total = 0
grt_pass1_wl_um = 7750
antenna_found_initial = 0
met3_usage = 0.153
grt_max_degree = 29
grt-busiest-layer = "met1"
use_met1 = 0.295
track_usage = 0.200

[pwr]
combPwrFrac = 0.093
p_switching_mw = 1.07
p_int_mw = 4.89
power_switching_share = 0.179
p_leak_nw = 1.39
power_density_nw_per_um2 = 1660
clkPwrFrac = 0.287
p_seq_frac = 0.619
vdd_drop_max_mv = 1.04

[final_layout]
finalNonFillerCells = 306
comb_area_sq_um = 0
lay_top_count = "buf_2"
drive_gt1_frac = 0.369
area.growth.synth_to_final_pct = 63.4
num-multi-input-gates = 0
final_cell_mix = "buf_2 (74), edfxtp_1 (73), clkdlybuf4s50_1 (73), clkbuf_8 (9), buf_12 (3)"
final_area_sq_um = 3580
n_fill_cell = 375

[placed_design]
dp_hpwl_um = 3610
io_buffers = 147
placed_cells = 293
dpl_cell_area_sq_um = 3810
gp_congestion = 0.771

[setup_path]
path_buffers = 1
end_kind = "output port"
worstPathArrival_ps = 850
critPathRequiredTime_ps = 800
cpLargestDelayFamily = "flip-flops"
critPathKind = "reg -> out"
start_kind = "register"
cp_cell_sequence = "buf_2"
crit_path_top_delay_cell = "edfxtp_1"
cp_max_fo = 1
cp_slowest_stage_delay_ps = 390

[synth]
largest_area_cell = "edfxtp_1"
yosys_area_sq_um = 2190
synth_seq_share = 1.00
yosysWarnings = 1
synthesis.area_sq_um = 2190
ys_seq_elements = 73
synthCells = 73
ys_cells = 73
topCellsByArea = "edfxtp_1 (100%)"
syn_area_per_cell_sq_um = 30.0
ys_types = 1
top_cell_area_share = 1.00

[final_timing]
worstMarginPinSlew_ps = 153
setup-violations-final = 29
worst_slack_ps = -45.6
slew_headroom = 0.898
finalMaxSlewViolations = 0
min_period_ps = 1050
fmax_ghz = 0.956
post-route-period-util = 1.05
hold_viol_final = 0
rsz0062_at_grt = "true"

[die]
rows = 26
io_pins = 148
core_area_sq_um = 5200
die_w_um = 76.0
die-area_sq_um = 5780
fp.dieH_um = 76.0
fp_util = 0.421

[run]
warning_count = 28
drv_cap = 0

[min_path]
hp-class = "in -> reg"
[metrics by stage]
| stage | total power, mW | setup WS [ps] | util | TNS (ps) | hold WS [ps] |
|---|---|---|---|---|---|
| after floorplan | 3.70 | 501 | - | 0 | 299 |
| after global placement | 4.52 | -13.4 | 0.731 | -13.4 | 701 |
| after detailed placement | 4.54 | -19.9 | 0.731 | -43.4 | 709 |
| after CTS | 6.03 | -57.0 | 0.688 | -1560 | 360 |
| after global routing | 6.21 | -69.4 | 0.688 | -3050 | 374 |
| final | 5.96 | -45.6 | 0.688 | -373 | 378 |
[metal layers]
layer / vias up / wire, um
met5: - / 0
met4: 0 / 138
met3: 14 / 1020
met2: 117 / 2120
met1: 607 / 1850
li1: 617 / -
[registers in the layout (all words and copies together), names as in the netlist]
name,flops
ALU_out_out,32
WB_control_out,2
rw_out,5
data_write_out,32
M_control_out,2
[final timing paths]
check	to	start	slack, ps	cells after the start
hold / removal	data_write_out[1]$_DFFE_PP_	enable	380	2
setup / recovery	data_write_out[25]	data_write_out[25]$_DFFE_PP_	-50	1
[cell families (layout without fill, tap and decap cells)]
logic type	after synthesis	count (layout)	synth area share
buffers and inverters	0	163	0
flip-flops	73	73	1.00
[repair_timing]
action                                  CTS  global route
setup buffers                             0             0
hold endpoints to repair                  0             0
hold buffers                              0             0
resized                                 222             0
endpoints found under the setup margin   73            73
[synthesized netlist by cell type]
library cell and instances:
edfxtp_1 73
[power groups by stage]
stage | Clock, mW | Sequential [mW] | Combinational, mW
final | 1.71 | 3.69 | 0.557
after global routing | 1.89 | 3.71 | 0.602
after CTS | 1.77 | 3.69 | 0.566
[area by class of cell]
class / instances / area (sq um) / area share
sequential: 73 / 2190 / 0.612
timing repair buffer: 150 / 1160 / 0.324
clock buffer: 11 / 131 / 0.0367
tap: 70 / 87.6 / 0.0245
clock inverter: 2 / 8.76 / 0.00245
Power is estimated from default activity; no workload was simulated.
