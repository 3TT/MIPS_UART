[design.v]
`timescale 1ns / 1ps
module branch_logic(
							input [1:0] DE_control,
							input cmp,
							output reg PC_sel
							);
initial PC_sel=0;
always @(*)
PC_sel = ((DE_control[0] ~^ cmp) & DE_control[1]);
endmodule
`timescale 1ns / 1ps
module comparer(a,b,cmp_out);
parameter BUS_SIZE = 10;
input [BUS_SIZE-1:0] a,b;
output cmp_out;
assign cmp_out = (a == b);
endmodule
`timescale 1ps / 1ps
module control_unit(input [5:0] opcode,
							output reg [1:0] DE_control,
							output reg [3:0] EX_control,
							output reg [1:0] M_control,  
							output reg [1:0] WB_control
    );
initial
	begin
		EX_control = 4'b0000; 
		M_control = 2'b00; 
		WB_control = 2'b00; 
		DE_control = 2'b00;
	end
always@(opcode)
begin
	case (opcode)
	6'b100011:  
		begin
			EX_control = 4'b0100;
			M_control = 2'b10;
			WB_control = 2'b10;
			DE_control = 2'b0X;
		end
	6'b101011:   
		begin
			EX_control = 4'bX100;
			M_control = 2'b01;
			WB_control = 2'b0X;
			DE_control = 2'b0X;
		end
	6'b000100:  
		begin
			EX_control = 4'bX001;
			M_control = 2'b00;
			WB_control = 2'b0X;
			DE_control = 2'b11;
		end
	6'b000101:  
		begin
			EX_control = 4'bX001;
			M_control = 2'b00;
			WB_control = 2'b0X;
			DE_control = 2'b10;
		end
	6'b000000:  
		begin
			EX_control = 4'b1010;
			M_control = 2'b00;
			WB_control = 2'b11;
			DE_control = 2'b0X;
		end
	6'b001000:  
		begin
			EX_control = 4'b1110;
			M_control = 2'b00;
			WB_control = 2'b11;
			DE_control = 2'b0X;
		end	
	6'b001100:  
		begin
			EX_control = 4'b1110;
			M_control = 2'b00;
			WB_control = 2'b11;
			DE_control = 2'b0X;
		end	
	6'b001010:  
		begin
			EX_control = 4'b1110;
			M_control = 2'b00;
			WB_control = 2'b11;
			DE_control = 2'b0X;
		end	
	6'b001101:  
		begin
			EX_control = 4'b1110;
			M_control = 2'b00;
			WB_control = 2'b11;
			DE_control = 2'b0X;
		end	
	6'b001110:  
		begin
			EX_control = 4'b1110;
			M_control = 2'b00;
			WB_control = 2'b11;
			DE_control = 2'b0X;
		end	
	default: 
		begin
			EX_control = 4'b0000;
			M_control = 2'b00;
			WB_control = 2'b00;
			DE_control = 2'b00;
		end
	endcase
end
endmodule
`timescale 1ps / 1ps
module instruction_decode(
									input [31:0] instruc,
									input clock,
									input [9:0] current_PC,
									input [4:0] rw,
									input reg_write,
									input [31:0] busw,
									input mux_ctrl_signal_sel,
									output [3:0] EX_control,
									output [1:0] M_control,
									output [1:0] WB_control,
									output [31:0] bus_a,
									output [31:0] bus_b,
									output reg [31:0] immed_ext,
									output [9:0] branch_address,
									output [9:0] jump_address,
									output branch_sel, 
									output jump_sel
									);
always @(instruc)  
begin
	immed_ext = {{16{instruc[15]}},{instruc[15:0]}};
end
wire cmp_out;
wire [1:0] DE_control;
comparer #(32) branch_cmp(
														.a(bus_a),
														.b(bus_b),
														.cmp_out(cmp_out)
														);
branch_logic branch_log(
							.DE_control(DE_control),
							.cmp(cmp_out),
							.PC_sel(branch_sel)
							);
adder #(10) add(
								.in_a(current_PC),
								.in_b(immed_ext[9:0]),
								.sum(branch_address)
								 );
register_bank registers(
							.reg_write(reg_write),
							.clock(clock),
							.ra(instruc[25:21]),
							.rb(instruc[20:16]),
							.rw(rw),  
							.busw(busw),
							.bus_a(bus_a),
							.bus_b(bus_b)
    );
wire [3:0] EX_control_out;
wire [1:0] M_control_out;
wire [1:0] WB_control_out;
control_unit ctrl_unit( .opcode(instruc[31:26]),
							.DE_control(DE_control),
							.EX_control(EX_control_out),
							.M_control(M_control_out),
							.WB_control(WB_control_out)
    );
wire [7:0] control;
mux_2to1 #(8) mux_ctrl_signal (
    .in_a(8'b0), 
    .in_b({EX_control_out,M_control_out,WB_control_out}), 
    .sel(mux_ctrl_signal_sel), 
    .out(control)
    );
assign EX_control = control[7:4];
assign M_control = control[3:2];
assign WB_control = control[1:0];
jump_decode jump_decode (
													 .opcode(instruc[31:26]), 
													 .jump_sel(jump_sel)
													 );
assign jump_address = instruc[9:0];
endmodule
`timescale 1ns / 1ps
module jump_decode(
											input [5:0] opcode,
											output reg jump_sel
										);
initial jump_sel = 0;
always@(opcode)
begin
	case (opcode)
	6'b000010:  
		begin
			jump_sel = 1;
		end
	default: 
		begin
			jump_sel = 0;
		end
	endcase
end
endmodule
`timescale 1ps / 1ps
module register_bank(input reg_write,
							input clock,
							input [4:0] ra,
							input [4:0] rb,
							input [4:0] rw,  
							input [31:0] busw,
							output [31:0] bus_a,
							output [31:0] bus_b
    );
reg [31:0] registro[0:31];
integer i;
initial 
	begin
		registro[0]=0;
		for (i = 1; i < 32; i = i+1)  
			registro[i] = i;
	end
assign bus_a = registro[ra];
assign bus_b = registro[rb];
always @(negedge clock) 
	begin
		if(reg_write == 1)
			registro[rw] = busw;
		else
			registro[rw] = registro[rw];
	end
endmodule
`timescale 1ps / 1ps
module adder(
							in_a,
							in_b,
							sum
							);
parameter width = 10;
input  [width-1:0]in_a;
input  [width-1:0]in_b;
output [width-1:0]sum;
assign sum = in_a + in_b;
endmodule
`timescale 1ps / 1ps
module mux_2to1(in_a,in_b,sel,out);
parameter bus_size = 10;
input [bus_size-1:0]in_a;
input [bus_size-1:0]in_b;
input sel;
output reg [bus_size-1:0]out;
initial out = 0;
always@(sel,in_a,in_b)
begin
	case (sel)
	2'b0: out = in_a;	
	2'b1: out = in_b;
	endcase
end
endmodule
[run.sh]
#!/bin/bash
# OpenROAD 26Q1-2900-gdf79404cd8, Yosys 0.63+post, stock flow scripts
make -C /OpenROAD-flow-scripts/flow DESIGN_CONFIG=/design/flow/config.mk WORK_HOME=/design/flow/orfs finish
[config.mk]
export PLATFORM = sky130hd
export DESIGN_NAME = instruction_decode
export DESIGN_NICKNAME = instruction_decode
export VERILOG_FILES = /design/flow/design.v
export SDC_FILE = /design/flow/constraint.sdc
export NUM_CORES = 4
export LEC_CHECK = 1
export CORE_UTILIZATION = 30
[constraint.sdc]
current_design instruction_decode

set clk_period 33.0
set clk_io_pct 0.2

create_clock -name clk0 -period $clk_period [get_ports {clock}]

set non_clock_inputs [all_inputs -no_clocks]
set_input_delay [expr $clk_period * $clk_io_pct] -clock clk0 $non_clock_inputs
set_output_delay [expr $clk_period * $clk_io_pct] -clock clk0 [all_outputs]
==> run summary <==
Implementation run completed; key figures follow.

Placement:
- The run puts the HPWL after detailed placement at around 230 mm.
- The run gives the routability congestion estimate as 1.10.
- The run gives the number of input and output port buffers inserted as 179.
- The run puts the instance count after placement with tap cells included at 7,122.

Global routing:
- The run puts the global-route wire length before repair at ~490 mm.
- The run gives the number of global-route vias before repair as 59,700.
- Global route summary, busiest routing layer listed as met2.
- The run puts the overflow left after global routing at 0.
- The run puts the met2 layer usage reported by global route at 0.527.
- The run gives the initial antenna violation count as ~41.
- The run puts the fraction of met1 tracks used by global routing at 0.427.
- The run puts the largest net degree at the start of global routing at between 60 and 70.
- The run gives the combined global-route utilization of all metal layers as 0.425.
- For this run, global-route usage on met3 was measured as 0.367.

Final timing:
- Checking max transition, the worst relative margin is 0.0789.
- The run puts the largest clock skew in the final design at 0.0341 ns.
- The run puts the final count of negative-setup-slack endpoints at 0.
- The run gives the transition time at the pin with the least slew margin as 1.37 ns.
- The run puts the number of max-slew violations in the final report at 0.
- Setup repair after global routing left no endpoint under its margin.
- The final layout reports a setup TNS of 0 ns.
- For reference, the final report shows the hold violation count at 0.

Logic synthesis:
- Per the synth stats, the flop cell with the highest instance count is edfxtp_1.
- Averaged over all synthesized cells, the footprint is roughly 11 µm².
- The run puts the proportion of synthesized chip area in sequential cells at 0.567.
- For this run, asynchronously set or reset flops after synthesis account for 0.
- The run gives the cell count after synthesis as approximately 4,700.
- The synthesis stat section lists a flop and latch total of about 1,000.
- The run gives the largest area contributor in the synthesized netlist as edfxtp_1.
- The run gives the yosys-reported design area after synthesis as 54,200 µm².
- The run gives the post-synthesis cell count from yosys as 4,723.
- The synthesis log from Yosys contains 7 warnings.
- The main area contributors are edfxtp_1 57%, a22oi_1 7.9%, nand3_1 5.7%.
- Counting flops with a built-in enable in the synthesized netlist gives 1,024.
- The run gives the area of the mapped netlist as 54,200 µm².
- The run puts the area share of the largest cell type after synthesis at 0.567.
- The run puts the distinct cell type count after synthesis at 79.

Pwr:
- The run gives the leakage power total as 0.0266 µW.
- Of the total power, the clock network draws 0.506.
- The power report puts the net switching power at ~1300 µW.
- The run puts the portion of total power attributed to sequential cells at 0.379.
- The run puts the maximum ir drop on the vdd rail at 0.0000610 V.
- The run gives the internal power component as 2670 µW.
- The run gives the switching part of the total power as 0.331.
- The run puts the power per standard cell area at between 50 and 60 nW/µm².
- The run gives the share of power burned in combinational logic as 0.115.

Final layout:
- The run puts the final non-filler cell total at 8,470.
- Counting only logic cells after layout, the most numerous master is inv_1.
- The most common logic cells in the final layout are 1,064 x inv_1, 1,024 x edfxtp_1, 620 x nand3_1.
- The run gives the layout-stage area growth over the synthesis result as 26.2%.
- The run puts the layout filler cell count at 16,900.
- For this run, the share of the core covered by cells in the final layout is 0.382.
- The register with the most flip-flops in the layout has 1,024 of them.
- The run puts the share of final-layout standard cells stronger than drive strength 1 at 0.127.

Outcome:
- The run finished with clean final reports.

Route:
- The run gives the detail-routed net length per standard cell as approximately 44 µm.
- The run puts the detail-routed via count per cell at 6.99.
- The run gives the total number of vias as 59,200.
- Per the post-route antenna check, the number of violating nets is 0.
- The run gives the detailed-route DRC error count as 0.
- The run puts the wire length reported by the detailed router at 375 mm.
- The run gives the initial detailed-routing violation count as around 8,300.
- The run gives the total iterations of the first detailed-routing run as 17.

Worst setup path:
- Per STA, the endpoint of the critical path is branch_sel.
- The run gives the critical path capture point type as an output pin.
- The run puts the depth of the worst register-to-register path at 8.
- The critical path starts at registers.registro[21][6].
- The startpoint identified for the worst register-to-register timing path is registers.registro[4][28].
- The run puts the critical-path maximum fanout at 3.
- The run gives the worst reg2reg path endpoint as registers.registro[23][28].
- The run gives the setup slack of the worst register-to-register path as between 30 and 40 ns.
- The required time at the worst endpoint is listed as 26.40 ns.
- The run gives the critical path startpoint category as a register.
- The critical path is of the reg -> out type.
- For the worst setup path, the data arrival time is 22.39 ns.

Floorplanning:
- The run puts the vertical extent of the die at 427 µm.
- The total area inside the core boundary comes to 179,000 µm².
- The run gives the die area as 182,000 µm².
- The run puts the horizontal die size at approximately 430 µm.
- The run gives the total I/O pin count as 208.
- The run puts the floorplan row count at 155.
- The run gives the floorplan utilization as 0.303.

Clock network:
- The H-tree was split into 4 levels.
- The run gives the clock tree buffer depth as 3.
- The timing report gives the clock slew at the launch and capture registers of the worst setup and hold paths as 0.05 ns.
- The CTS log lists the clock sinks for this run as a little over 1,000.
- The run gives the hold-fix buffer count after cts as 0.
- The run puts the clock latency on the worst-skew pair at 0.80 ns.
- The run gives the number of buffers added by the clock tree synthesis step as 131.
- The run gives the post-CTS resize count as 0.
- TritonCTS built the clock tree.
- The tree is rooted in a clkbuf_16.
- The run puts the count of buffers added by post-CTS timing repair for setup at 0.

Run:
- The run puts the OpenROAD warning count at just over 1,000.
- The report counts max-capacitance violations totalling 0.

Hold path:
- The tightest min-delay check is of the reg -> reg type.
[logic make-up (layout without fill, tap and decap cells)]
family / count (synthesis) / count (layout) / share of synthesized area
adder cells (fa/ha/maj): 10 / 10 / 0.00245
XOR/XNOR: 34 / 34 / 0.00563
flip-flops: 1024 / 1024 / 0.567
AND-OR/OR-AND: 1265 / 1265 / 0.179
buffers and inverters: 498 / 1798 / 0.0424
multiplexers: 133 / 133 / 0.0261
AND/OR/NAND/NOR: 1759 / 1759 / 0.178
other: 0 / 92 / 0
[routing by layer]
layer / up-vias / wire length (µm) / part of all wire
li1: 22100 / - / -
met1: 27900 / 115000 / 0.31
met2: 6939 / 144000 / 0.39
met3: 2228 / 74100 / 0.20
met4: 73 / 38900 / 0.10
met5: - / 2630 / 0.0070
[metrics by stage]
| stage | setup WS, ns | total power (µW) | instance area, µm² | hold slack, ns |
|---|---|---|---|---|
| after global routing | 4.34 | 4140 | 68200 | 0.937 |
| after CTS | 4.50 | 3980 | 68200 | 0.909 |
| after detailed placement | 4.76 | 2130 | 59900 | 0.948 |
| final | 4.01 | 3980 | 68400 | 0.922 |
| after global placement | 4.80 | 2130 | 59900 | 0.936 |
| after floorplan | 5.47 | 1880 | 54200 | 1.46 |
[power groups by stage]
stage	clock [µW]	sequential, µW	combinational (µW)
4_1_cts	2040	1510	426
5_1_grt	2190	1510	451
6_report	2020	1510	458
[synth_stat cells (32+ instances only)]
library cell and instances:
edfxtp_1 1024, nand3_1 620, a22oi_1 571, nand4_1 328, clkbuf_1 281, nor2_1 200, and3_1 194, a22o_1 137
nand2_1 121, a21oi_1 93, buf_2 92, a221oi_1 87, mux2i_1 82, o21ai_0 68, a2111oi_0 66, buf_4 58
nor4_1 53, mux2_2 48, o22ai_1 48, a222oi_1 39, nand3b_1 36, nor3_1 35, buf_1 32
[worst min-delay path by stage]
stage / startpoint / to / slack, ns / depth (start not counted)
global route: registers.registro[0][20] / registers.registro[11][20] / 0.94 / 2
CTS: registers.registro[0][20] / registers.registro[11][20] / 0.91 / 2
finish: registers.registro[0][20] / registers.registro[11][20] / 0.92 / 2
[worst max-delay path, cell delays in order, from the launching register on]
cell and delay, ns:
edfxtp_1 0.42, mux2i_1 0.17, o32ai_1 0.15, a221o_1 0.32, nor4_1 0.39, a21oi_1 0.17, xnor2_1 1.09, o2111ai_1 0.78
nor4_1 0.42, nand4_1 0.40, mux2i_1 0.27, clkdlybuf4s50_1 0.49
[layout make-up]
cell class / count / area, µm² / area share
diodes: 92 / 230 / 0.00336
clock buffers: 131 / 3280 / 0.0479
clock inverters: 1126 / 5020 / 0.0733
inverters: 21 / 81.3 / 0.00119
multi-input cells: 3201 / 21700 / 0.317
flip-flops and latches: 1024 / 30700 / 0.449
well taps: 2355 / 2950 / 0.0431
repair buffers: 520 / 4400 / 0.0644
Power and IR drop assume default switching activity.
